==> ./design.v <==
`timescale 1ns / 1ps
module DependencyCheckBlock(mux_sel_A, mux_sel_B, imm_sel, Imm, mem_en_dec, mem_rw_dec, mem_mux_sel_dec, RW_dec, op_dec, ins, clk, reset);
input[19:0] ins;
input clk, reset;
output[1:0] mux_sel_A, mux_sel_B;
output reg imm_sel, mem_en_dec, mem_rw_dec;
output mem_mux_sel_dec;
output reg[7:0] Imm;
output reg[4:0] op_dec;
output[4:0] RW_dec;
wire Jump, Con_Jump, Load, Clear_adr, inter_imm, Ld_St, Ld_reg_input, mem_rw_dec_reg_input;
wire[14:0] register_adr;
wire sel_a_input1, sel_a_input2, sel_a_input3, sel_b_input1, sel_b_input2, sel_b_input3;
wire aEqualw2, aEqualw3, aEqualw4, bEqualw2, bEqualw3, bEqualw4;
wire[4:0] reset5bit;
reg[4:0] Ra, Rb, Rw1, Rw2, Rw3, Rw4;
reg [0:0] Load_reg;
assign reset5bit = {reset, reset, reset, reset, reset};
assign Jump = ins[19:15] == 5'b11000 ? 1'b1 : 1'b0;                           
assign Con_Jump = ins[19:17] == 3'b111 ? 1'b1 : 1'b0;                         
assign Load = (ins[19:15] == 5'b10100)&&(~Load_reg) ? 1'b1 : 1'b0;            
assign Clear_adr = ~(Jump | Con_Jump | Load_reg);                             
assign register_adr = Clear_adr ? ins[14:0] : 15'b0;                          
assign inter_imm = (~ins[19]) & ins[18];                                      
assign Ld_St = ins[19:16] == 4'b1010 ? 1'b1 : 1'b0;                           
assign Ld_reg_input = Ld_St & (~mem_en_dec);                                  
assign mem_rw_dec_reg_input = ins[0] & (~mem_rw_dec);                         
assign mem_mux_sel_dec = (~mem_rw_dec) & mem_en_dec;                          
always@(posedge clk)
begin
		Load_reg <= Load & reset;          						 
		imm_sel <= inter_imm & reset;            				 
		Imm[4:0] <= ins[4:0] & reset5bit;						 
		Imm[7:5] <= 3'b000;
		mem_en_dec <= Ld_reg_input & reset;						 
		mem_rw_dec <= mem_rw_dec_reg_input & reset;			 
		op_dec <= ins[19:15] & reset5bit;                   
		Rw1 <= register_adr[14:10] & reset5bit;             
		Rw2 <= Rw1 & reset5bit;                             
		Rw3 <= Rw2 & reset5bit;                             
		Rw4 <= Rw3 & reset5bit;                             
		Rb <= register_adr[4:0] & reset5bit;                
		Ra <= register_adr[9:5] & reset5bit;                
end
assign RW_dec = Rw1;                          
assign aEqualw2 = Ra == Rw2 ? 1'b1 : 1'b0;
assign aEqualw3 = Ra == Rw3 ? 1'b1 : 1'b0;
assign aEqualw4 = Ra == Rw4 ? 1'b1 : 1'b0;
assign bEqualw2 = Rb == Rw2 ? 1'b1 : 1'b0;
assign bEqualw3 = Rb == Rw3 ? 1'b1 : 1'b0;
assign bEqualw4 = Rb == Rw4 ? 1'b1 : 1'b0;
assign sel_a_input1 = aEqualw2;
assign sel_a_input2 = (~aEqualw2) & (aEqualw3); 
assign sel_a_input3 = (~aEqualw2) & (~aEqualw3) & (aEqualw4);
assign sel_b_input1 = bEqualw2;
assign sel_b_input2 = (~bEqualw2) & (bEqualw3); 
assign sel_b_input3 = (~bEqualw2) & (~bEqualw3) & (bEqualw4);
assign mux_sel_A[0] = sel_a_input3 | ((~sel_a_input2) & sel_a_input1);
assign mux_sel_A[1] = sel_a_input3 | sel_a_input2;
assign mux_sel_B[0] = sel_b_input3 | ((~sel_b_input2) & sel_b_input1);
assign mux_sel_B[1] = sel_b_input3 | sel_b_input2;
endmodule
==> ./run.sh <==
#!/bin/bash
# OpenROAD 26Q1-2900-gdf79404cd8, Yosys 0.63+post, stock flow scripts
make -C /OpenROAD-flow-scripts/flow DESIGN_CONFIG=/design/flow/config.mk WORK_HOME=/design/flow/orfs finish
==> ./config.mk <==
export PLATFORM = sky130hd
export DESIGN_NAME = DependencyCheckBlock
export DESIGN_NICKNAME = DependencyCheckBlock
export VERILOG_FILES = /design/flow/design.v
export SDC_FILE = /design/flow/constraint.sdc
export NUM_CORES = 4
export LEC_CHECK = 1
export CORE_UTILIZATION = 40
==> ./constraint.sdc <==
current_design DependencyCheckBlock

set clk_period 1.7
set clk_io_pct 0.2

create_clock -name clk0 -period $clk_period [get_ports {clk}]

set non_clock_inputs [all_inputs -no_clocks]
set_input_delay [expr $clk_period * $clk_io_pct] -clock clk0 $non_clock_inputs
set_output_delay [expr $clk_period * $clk_io_pct] -clock clk0 [all_outputs]
==> job_summary.md <==
### Metrics collected by this job

| Metric | Value |
|---|---|
| Status | finished, violations left |
| Failing checks | setup timing |
| H-tree depth | 2 |
| Vias per cell | 4.475 |
| CTS sink cnt | 44 |
| CP required | 1.36 ns |
| Top cells by area | dfxtp_1 54%, and2_1 9.3%, xnor2_1 8.6%, xor2_1 7.6%, and2_2 7.4% |
| Reg2Reg Capture Point | Rb[3] |
| Logic cell area | 837.1 um^2 |
| Top cells by count | 44 x dfxtp_1, 24 x and2_1, 16 x and2_2, 16 x xnor2_1, 14 x xor2_1 |
| Drt wl/cell | 12.22 um |
| Main flop type | dfxtp_1 |
| Hold Startpoint | mem_en_dec |
| Io pins | 48 |
| Cycle use final | 106.2% |
| Layout cells sized above 1 | 36.23% |
| DRT Wirelength | 3117 um |
| Mean Syn Cell Area | 11.03 um^2 |
| Power per cell area | 847.2 nW/um^2 |
| Crit Path Category | reg -> out |
| Post-synth cell types | 19 |
| Global-route wire length before repair | 5375 um |
| Sequential share of power | 54.2% |
| CTS max path bufs | 2 |
| R2R cell count | 3 |
| Buf+Inv Stages, Crit Path | 2 |
| Worst setup margin | -0.1053 ns |
| CTS tree | done |
| Pint | 1.578 mW |
| Sequential standard cell area | 909.6 um^2 |
| Clock power frac | 29.5% |
| Post-route ant nets | 0 |
| Die Height | 65.67 um |
| Placed insts | 242 |
| Synth area leader | dfxtp_1 |
| Via count | 1141 |
| IO Port Bufs | 44 |
| # diodes | 0 |
| Total power | 2.054 mW |
| Seq/Total Area, Yosys | 54.32% |
| Ys flops | 44 |
| DP Wirelength | 2185 um |
| Floorplan utilization | 43.00% |
| Area post-placement | 2141 um^2 |
| Mapped Cells | 147 |
| Worst stage delay on the critical path | 0.35 ns |
| Worst flop-to-flop path startpoint | Load_reg |
| Maximum fanout along the worst path | 2 |
| Crit path cell chain | buf_6 > xor2_2 > nor3_2 > and3_1 > o32a_1 > buf_2 |
| Switching pwr | 0.4768 mW |
| CTS Buf Count | 5 |
| Die area | 4313 um^2 |
| Design area | 2425 um^2 |
| GRT Residual Overflow | 0 |
| Max-slew violation count | 0 |
| Worst Hold End | mem_en_dec |
| LEAKAGE | 1.008 nW |
| Area grow syn2layout | 49.54% |
| Sw Ratio | 23.21% |
| Fill cell count | 297 |
| Initial DRC count | 42 |
| Setup Viol. Count Final | 4 |
| Post-CTS Hold Fix Bufs | 0 |
| CP Capture Type | primary output |
| Largest net degree at the start of global routing | 26 |
| Tmin final | 1.805 ns |
| Hold Path Class | reg -> reg |
| Combinational power share | 16.3% |
| Placer congestion estimate | 0.8733 |
| CTS clk-pin slew, worst paths | 0.08 ns |
| Final Non-Filler Cells | 255 |
| Peak VDD IR | 447.3 uV |
| Synth async-reset ratio | 0% |
| Die width | 65.67 um |
| Cell count in the Yosys report | 147 |
| Core Box Area | 3771 um^2 |
| RSZ-0062 raised after global routing | yes |
| Hold Crit Depth | 1 |
| Post-synth EDFFs | 0 |
| Number of max-cap violations | 0 |
| FMAX | 0.5539 GHz |
| Family with the most delay on the worst path | simple AND/OR/NAND/NOR gates |
| Vias in the first global route | 1203 |
| Ys Warns | 1 |
| DRC | 0 |
| Arr. time, crit path | 1.47 ns |
| Most common cell in the netlist | dfxtp_1 |
| Clock skew | 0.002139 ns |
| Top-area cell type share of the netlist area | 54.32% |
| DR pass1 iterations | 2 |
| Synthesized area | 1622 um^2 |
| Initial antenna violation count | 0 |
| Root buffer cell | clkbuf_8 |
| Max stage delay cell, worst path | dfxtp_2 |
| OpenROAD warnings | 27 |
| CP Launch Type | flip-flop |
| GRT Util Overall | 16.98% |
| R2R Setup Slk | 0.75 ns |
| Later-pin clock latency in the skew report | 0.28 ns |
| Yosys chip area | 1622 um^2 |
| Row cnt | 22 |
| Hold Fails Final Rpt | 0 |
-- worst register-to-register path, delay by kind of cell, from the launching register on --
kind,cells,cell delay (ns)
AND-OR/OR-AND,1,0.22
buffers and inverters,1,0.20
flip-flops,1,0.33
AND/OR/NAND/NOR,1,0.15
-- through the flow --
step,setup WS (ns),hold WS (ns),setup TNS [ns],utilization [%]
6_report,-0.1053,0.4446,-0.3548,64.30
5_1_grt,-0.2268,0.4759,-0.7670,64.30
4_1_cts,-0.1125,0.4500,-0.2701,62.77
3_5_place_dp,-0.1894,0.4323,-0.6430,56.77
3_3_place_gp,-0.2117,0.4285,-0.6322,56.77
2_1_floorplan,0.4179,0.3845,0,-
-- logic make-up (layout without fill, tap and decap cells) --
family | Yosys count | in the layout | share of synthesized area [%]
buffers and inverters | 7 | 65 | 2.778
and+or+nand+nor | 59 | 59 | 22.76
AOI/OAI and AO/OA | 6 | 6 | 3.704
DFF | 44 | 44 | 54.32
other | 1 | 3 | 0.2313
xor gates and xnor gates | 30 | 30 | 16.20
-- cell type report --
| type | count | share of cell area (%) |
|---|---|---|
| flip-flops and latches | 44 | 37.51 |
| inverters | 1 | 0.1548 |
| clock inverters | 2 | 0.5160 |
| multi-input cells | 98 | 34.52 |
| well taps | 48 | 2.477 |
| clock buffers | 5 | 2.838 |
| repair buffers | 57 | 21.98 |
-- layout by cell type, fill, tap and decap left out --
cell	synthesis	routed
buf_6	1	4
nor3_1	5	1
nor3_2	0	3
dfxtp_4	0	4
a311oi_2	1	1
buf_4	3	9
buf_2	0	4
conb_1	1	3
clkbuf_8	0	5
nand3_2	0	2
xnor2_2	0	7
dfxtp_2	0	11
nand3_1	7	5
o32a_1	2	2
o21bai_1	1	1
xor2_1	14	10
dfxtp_1	44	29
and3_1	2	2
clkinvlp_4	0	1
inv_1	1	1
o32ai_2	0	2
and2_1	24	24
and2_2	16	16
nor2b_1	3	3
nor2_1	2	2
clkdlybuf4s50_1	0	40
xor2_2	0	4
xnor2_1	16	9
nor3_4	0	1
clkinv_2	0	1
-- worst max-delay path by stage --
stage	from	end	slack (ns)	depth (start not counted)
CTS	Rw4[4]	mux_sel_B[1]	-0.11	6
global route	Rb[1]	mux_sel_B[1]	-0.23	6
finish	Rb[1]	mux_sel_B[1]	-0.11	6
-- power by group through the flow --
stage | combinational, mW | clock, mW | sequential [mW]
CTS | 0.322 | 0.639 | 1.11
global route | 0.370 | 0.686 | 1.12
finish | 0.335 | 0.606 | 1.11
-- repair_timing --
item	in CTS	in global routing
gates resized	45	10
pin swaps	15	7
setup endpoints to repair	4	4
setup buffers	6	0
-- per-layer routing --
metal,vias to the layer above,part of all wire [%],wire [um],track usage [%]
met5,-,0,0,0
met4,0,2.1,66,4.076
met3,8,6.2,193,5.634
met2,30,45,1388,25.00
met1,521,47,1469,24.81
li1,582,-,-,-
Power is estimated from default activity; no workload was simulated.
