`design/flow/run.sh`:
```
#!/bin/bash
# OpenROAD 26Q1-2900-gdf79404cd8, Yosys 0.63+post, stock flow scripts
make -C /OpenROAD-flow-scripts/flow DESIGN_CONFIG=/design/flow/config.mk WORK_HOME=/design/flow/orfs finish
```
`design/flow/constraint.sdc`:
```
current_design RB

set clk_period 1.9
set clk_io_pct 0.2

create_clock -name clk0 -period $clk_period [get_ports {clk}]

set non_clock_inputs [all_inputs -no_clocks]
set_input_delay [expr $clk_period * $clk_io_pct] -clock clk0 $non_clock_inputs
set_output_delay [expr $clk_period * $clk_io_pct] -clock clk0 [all_outputs]
```
`design/flow/design.v`:
```
`timescale 1ns / 1ps
module RB(A, B, ins, RW_dm, ans_ex, mux_ans_dm, ans_wb, imm, mux_sel_A, mux_sel_B, imm_sel, clk, reset);
input imm_sel, clk, reset;
input[19:0] ins;
input[4:0] RW_dm;
input[7:0] ans_ex, mux_ans_dm, ans_wb, imm;
input[1:0] mux_sel_A, mux_sel_B;
output[7:0] A, B;
wire[7:0] temp_B;
reg[7:0] Register_Bank[0:31];
reg[7:0] reg_A, reg_B;
wire[7:0] regA_temp, regB_temp;
assign regA_temp = reset ? Register_Bank[ins[9:5]] : 8'b0;
assign regB_temp = reset ? Register_Bank[ins[4:0]] : 8'b0;
always@(posedge clk)
begin
	Register_Bank[RW_dm] <= mux_ans_dm;
	reg_A <= regA_temp;
	reg_B <= regB_temp;
end
initial
begin
	Register_Bank[0] <= 8'h00;
	Register_Bank[1] <= 8'h01;
	Register_Bank[2] <= 8'h02;
	Register_Bank[3] <= 8'h03;
	Register_Bank[4] <= 8'h04;
	Register_Bank[5] <= 8'h05;
	Register_Bank[6] <= 8'h06;
	Register_Bank[7] <= 8'h07;
	Register_Bank[8] <= 8'h08;
	Register_Bank[9] <= 8'h09;
	Register_Bank[10] <= 8'h10;
	Register_Bank[11] <= 8'h11;
	Register_Bank[12] <= 8'h12;
	Register_Bank[13] <= 8'h13;
	Register_Bank[14] <= 8'h14;
	Register_Bank[15] <= 8'h15;
	Register_Bank[16] <= 8'h16;
	Register_Bank[17] <= 8'h17;
	Register_Bank[18] <= 8'h18;
	Register_Bank[19] <= 8'h19;
	Register_Bank[20] <= 8'h20;
	Register_Bank[21] <= 8'h21;
	Register_Bank[22] <= 8'h22;
	Register_Bank[23] <= 8'h23;
	Register_Bank[24] <= 8'h24;
	Register_Bank[25] <= 8'h25;
	Register_Bank[26] <= 8'h26;
	Register_Bank[27] <= 8'h27;
	Register_Bank[28] <= 8'h28;
	Register_Bank[29] <= 8'h29;
	Register_Bank[30] <= 8'h30;
	Register_Bank[31] <= 8'h31;
end
assign A = mux_sel_A == 2'b00 ? reg_A : (mux_sel_A == 2'b01 ? ans_ex : (mux_sel_A == 2'b10 ? mux_ans_dm : (mux_sel_A == 2'b11 ? ans_wb : 8'b0)));
assign temp_B = mux_sel_B == 2'b00 ? reg_B : (mux_sel_B == 2'b01 ? ans_ex : (mux_sel_B == 2'b10 ? mux_ans_dm : (mux_sel_B == 2'b11 ? ans_wb : 8'b0)));
assign B = imm_sel ? imm : temp_B;
endmodule
```
`design/flow/config.mk`:
```
export PLATFORM = sky130hd
export DESIGN_NAME = RB
export DESIGN_NICKNAME = RB
export VERILOG_FILES = /design/flow/design.v
export SDC_FILE = /design/flow/constraint.sdc
export NUM_CORES = 4
export LEC_CHECK = 1
export CORE_UTILIZATION = 40
```
==> metrics.cfg <==
[cts]
cts_tree=built
cts_sinks=272
clk_latency_ns=0.53
cts_max_level=1
numCtsBuffers=27
ctsHoldBuffers=0
cts_buffer_depth=3
clock-root-buffer=clkbuf_16
clk_pin_slew_worst_paths_ns=0.06

[die]
die_area_um2=32900
placementRows=65
fp.coreArea_um2=31600
fp.dieH_um=181
chipWidth_um=181
initCoreUtil_pct=40.7
io_pins=80

[worst_setup_path]
cp.required_ns=1.52
crit_type=input port to primary output
critPathArrivalTime_ns=1.67
path_cells=clkdlybuf4s50_1 > mux4_2 > mux2_4 > buf_2
cp_slowest_cell=mux4_2
crit_path_max_incr_delay_ns=0.48
crit_path_end_kind=primary output
path_max_fanout=2
critPathLaunchType=input port

[run]
cap_violations=0
warning_count=37

[detailed_routing]
ant_nets=0
wl_per_cell_um=27.6
drt_pass1_iterations=5
routed_via_density=5.91
drt-initial-drc-count=502
dr_total_vias=7443
drt_wl_total_um=34800
drc_errors=0

[synth]
ys_chip_area_um2=12900
yosys_cells=654
ff_type=edfxtp_1
synthArstFlopShare_pct=0
ys_warn_count=1
ys_seq_share_pct=62.3
netlist_area_um2=12900
synth-edff-count=256
syn_inst=654
synth.distinct_cells=32
syn_area_per_cell_um2=19.7
ys.flops=272

[pwr]
p_per_area_nw_per_um2=857
ir_drop_mv=0.720
p_leak_uw=0.00541

[placed_design]
numPortBuffers=69
place_area_um2=15000
dp_slack_ns=-0.711
place_inst=1203
gp_congestion=0.945
hpwl_um=24100

[final_layout]
drive_gt1_share_pct=44.7
final_cells=1259
final_cell_area_um2=16000
mostFrequentLayoutCell=edfxtp_1
final_cell_mix=256 x edfxtp_1, 138 x mux4_2, 110 x buf_4
syn_to_final_growth_pct=24.1

[min_path]
hp-class=input port to flip-flop

[timing]
slew_viol_final=0
fmax_ghz=0.489
setup_violations=8
fin_crit_sh_pct=108
setup_slack_ns=-0.145
tns_ns=-1.01
slew_headroom_pct=59.5
hold_ws_ns=0.385
rsz0062_at_grt=true
fin_skew_ns=0.00833
layout_min_cycle_time_ns=2.05
tightest_slew_ns=0.601
hold_violations=0

[global_routing]
grtUsageTotal_pct=24.0
grt_overflow_total=0
antenna_found_initial=0
grt_pass1_vias=8505
grt_max_degree=33
grt_pass1_wl_um=52400

[status]
failed_checks=setup timing
status=complete, but fails checks

layer usage:
metal | wire [um] | up-vias | global-route usage [%]
li1 | - | 3178 | -
met1 | 12000 | 3764 | 30.6
met2 | 16800 | 453 | 36.2
met3 | 5020 | 48 | 15.4
met4 | 964 | 0 | 5.53
met5 | 0 | - | 0.889
worst max-delay path, delay by kind of cell:
kind / cells / cell delay [ns]
mux: 2 / 0.75
buf+inv: 2 / 0.54
cells in the mapped netlist, types with 5 or more instances:
| library cell | instances | share of area (%) |
|---|---|---|
| nor2_1 | 38 | 1.1 |
| a221oi_1 | 6 | 0.41 |
| buf_2 | 18 | 0.70 |
| clkbuf_1 | 18 | 0.53 |
| edfxtp_1 | 256 | 60 |
| nand2_1 | 5 | 0.15 |
| a31oi_1 | 13 | 0.63 |
| mux2i_1 | 21 | 1.6 |
| o21ai_0 | 8 | 0.31 |
| or2_2 | 8 | 0.39 |
| a22oi_1 | 13 | 0.76 |
| buf_1 | 6 | 0.18 |
| dfxtp_1 | 16 | 2.5 |
| mux2_2 | 42 | 3.7 |
| o221ai_1 | 14 | 0.95 |
| mux4_2 | 138 | 24 |
| buf_4 | 7 | 0.41 |
stage by stage:
step                utilization (%)  power [uW]
CTS                            50.5       13800
floorplan                         -        7670
global route                   50.5       14100
finish                         50.5       13700
global placement               47.6        8450
detailed placement             47.6        8480
worst paths after layout:
path | slack [ns] | cells after the start | from | end
worst max register to register | 0.12 | 5 | Register_Bank[11][1] | reg_B[1]
worst min-delay path | 0.38 | 2 | mux_ans_dm[0] | Register_Bank[1][0]
worst min register to register | 0.87 | 3 | Register_Bank[29][2] | reg_B[2]
worst max-delay path | -0.15 | 4 | ans_wb[5] | B[5]
logic make-up after synthesis:
group	Yosys count	synth area share, %
AOI/OAI and AO/OA	57	3.26
buffers and inverters	53	2.11
DFF	272	62.3
muxes	202	29.7
and+or+nand+nor	70	2.66
registers in the layout, indices dropped and copies added, names as in the netlist:
name           cells
Register_Bank    256
reg_A              8
reg_B              8
report_power, final:
group	internal, uW	switching [uW]	total (uW)
Combinational	854	737	1590
Sequential	6700	56.1	6760
Clock	3140	2180	5320
area by class of cell:
cell class | instances | area, um2
clock buffer | 30 | 687
tap | 402 | 503
fill | 2435 | 15600
multi-input combinational | 329 | 4610
antenna | 2 | 5.00
sequential | 272 | 8010
clock inverter | 19 | 195
inverter | 2 | 7.51
timing repair buffer | 203 | 1930
repair_timing:
item / CTS / global route
gates resized: 75 / 7
pin swaps: 0 / 0
endpoints found under the hold margin: 0 / 0
endpoints found under the setup margin: 16 / 10
buffers inserted: 5 / 0
Power is estimated from default activity; no workload was simulated.
