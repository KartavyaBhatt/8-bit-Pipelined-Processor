$ cat config.mk
export PLATFORM = sky130hd
export DESIGN_NAME = ExecutionBlock
export DESIGN_NICKNAME = ExecutionBlock
export VERILOG_FILES = /design/flow/design.v
export SDC_FILE = /design/flow/constraint.sdc
export NUM_CORES = 4
export LEC_CHECK = 1
export CORE_UTILIZATION = 50
$ cat constraint.sdc
current_design ExecutionBlock

set clk_period 9.4
set clk_io_pct 0.2

create_clock -name clk0 -period $clk_period [get_ports {clk}]

set non_clock_inputs [all_inputs -no_clocks]
set_input_delay [expr $clk_period * $clk_io_pct] -clock clk0 $non_clock_inputs
set_output_delay [expr $clk_period * $clk_io_pct] -clock clk0 [all_outputs]
$ cat design.v
`timescale 1ns / 1ps
module ExecutionBlock(flag_ex, ans_ex, data_out, B_Bypass, mem_en_ex, mem_rw_ex, mem_mux_sel_ex, RW_ex, A, B, data_in, op_dec, clk, mem_en_dec, mem_rw_dec, mem_mux_sel_dec, RW_dec, reset);
input[7:0] A, B, data_in;
input[4:0] op_dec, RW_dec;
input clk, mem_en_dec, mem_rw_dec, mem_mux_sel_dec, reset;
output reg[7:0] ans_ex, data_out, B_Bypass;
output reg[4:0] RW_ex;
output [3:0] flag_ex;
output reg mem_en_ex, mem_rw_ex, mem_mux_sel_ex;
wire[7:0] ans_ex_reg, B_Bypass_reg, data_out_reg; 
wire[4:0] RW_ex_reg;
wire mem_en_ex_reg, mem_rw_ex_reg, mem_mux_sel_ex_reg;
wire[7:0] ans_temp;
wire[7:0] data_out_buff;
reg[3:0] flag_ex_clk;
wire[7:0] temp1, temp2, temp3, temp4, temp5, temp6, temp7, temp8, temp9, temp10, temp11, temp12, temp13, temp14, temp15, temp16, temp17, temp18, temp19, temp20, temp21, temp22, temp23, temp24, temp25, temp26, temp27, temp28;
wire[3:0] f_temp1, f_temp2, f_temp3, f_temp4;
wire P, Z, C, V;
wire[7:0] A_temp;
wire[2:0] shiftAmt;
assign A_temp = A;
assign shiftAmt = B[2:0];
wire[7:0] retain1, retain2, retain3, retain4, retain5, retain6, retain7, retain8;
assign retain1 = {A[7], 7'b0000000};
assign retain2 = {A[7], A[7], 6'b000000};
assign retain3 = {A[7], A[7], A[7], 5'b00000};
assign retain4 = {A[7], A[7], A[7], A[7], 4'b0000};
assign retain5 = {A[7], A[7], A[7], A[7], A[7], 3'b000};
assign retain6 = {A[7], A[7], A[7], A[7], A[7], A[7], 2'b00};
assign retain7 = {A[7], A[7], A[7], A[7], A[7], A[7], A[7], 1'b0};
assign retain8 = {A[7], A[7], A[7], A[7], A[7], A[7], A[7], A[7]};
wire[7:0] Sum_temp1, Sum_temp2, B_SUB;
wire temp_carry, temp_carry1, C_temp1, C_temp2, V_temp1, V_temp2;
assign B_SUB = ~B + 8'b00000001;
assign {temp_carry , Sum_temp1[6:0] } = A[6:0] + B[6:0];
assign { C_temp1 ,Sum_temp1[7] } = A[7] + B[7] + temp_carry;
assign V_temp1 = temp_carry ^ C_temp1;
assign {temp_carry1 , Sum_temp2[6:0] } = A[6:0] + B_SUB[6:0];
assign { C_temp2 ,Sum_temp2[7] } = A[7] + B_SUB[7] + temp_carry1;
assign V_temp2 = temp_carry1 ^ C_temp2;
assign temp1 = (op_dec == 5'b00000) ? Sum_temp1 : 8'b00000000;
assign temp2 = (op_dec == 5'b00001) ? Sum_temp2 : 8'b00000000;
assign temp3 = (op_dec == 5'b00010) ? B : 8'b00000000;
assign temp4 = (op_dec == 5'b00100) ? (A & B) : 8'b00000000;
assign temp5 = (op_dec == 5'b00101) ? (A | B) : 8'b00000000;
assign temp6 = (op_dec == 5'b00110) ? (A ^ B) : 8'b00000000;
assign temp7 = (op_dec == 5'b00111) ? (~B) : 8'b00000000;
assign temp8 = (op_dec == 5'b01000) ? Sum_temp1 : 8'b00000000;
assign temp9 = (op_dec == 5'b01001) ? Sum_temp2 : 8'b00000000;
assign temp10 = (op_dec == 5'b01010) ? B : 8'b00000000;
assign temp11 = (op_dec == 5'b01100) ? (A & B) : 8'b00000000;
assign temp12 = (op_dec == 5'b01101) ? (A | B) : 8'b00000000;
assign temp13 = (op_dec == 5'b01110) ? (A ^ B) : 8'b00000000;
assign temp14 = (op_dec == 5'b01111) ? (~B) : 8'b00000000;
assign temp15 = (op_dec == 5'b10000) ? (ans_ex) : 8'b00000000;
assign temp16 = (op_dec == 5'b10001) ? (ans_ex) : 8'b00000000;
assign temp17 = (op_dec == 5'b10100) ? A : 8'b00000000;
assign temp18 = (op_dec == 5'b10101) ? A : 8'b00000000;
assign temp19 = (op_dec == 5'b10110) ? data_in : 8'b00000000;
assign temp20 = (op_dec == 5'b10111) ? (ans_ex) : 8'b00000000;
assign temp21 = (op_dec == 5'b11000) ? (ans_ex) : 8'b00000000;
assign temp22 = (op_dec == 5'b11001) ? (A_temp << shiftAmt) : 8'b00000000;
assign temp23 = (op_dec == 5'b11010) ? (A_temp >> shiftAmt) : 8'b00000000;
assign temp24 = (op_dec == 5'b11011) ? (shiftAmt == 3'b000 ? A_temp : (shiftAmt == 3'b001 ? ((A_temp >> 3'b001) | retain1) : (shiftAmt == 3'b010 ? ((A_temp >> 3'b010) | retain2) : (shiftAmt == 3'b011 ? ((A_temp >> 3'b011) | retain3) : (shiftAmt == 3'b100 ? ((A_temp >> 3'b100) | retain4) : (shiftAmt == 3'b101 ? ((A_temp >> 3'b101) | retain5) : (shiftAmt == 3'b110 ? ((A_temp >> 3'b110) | retain6) : (shiftAmt == 3'b111 ? ((A_temp >> 3'b111) | retain7) : retain8)))))))) : 8'b00000000;
assign temp25 = (op_dec == 5'b11100) ? (ans_ex) : 8'b00000000;
assign temp26 = (op_dec == 5'b11101) ? (ans_ex) : 8'b00000000;
assign temp27 = (op_dec == 5'b11110) ? (ans_ex) : 8'b00000000;
assign temp28 = (op_dec == 5'b11111) ? (ans_ex) : 8'b00000000;
assign ans_temp = (temp1 | temp2 | temp3 | temp4 | temp5 | temp6 | temp7 | temp8 | temp9 | temp10 | temp11 | temp12 | temp13 | temp14 | temp15 | temp16 | temp17 | temp18 | temp19 | temp20 | temp21 | temp22 | temp23 | temp24 | temp25 | temp26 | temp27 | temp28);
assign P = (ans_temp[7] ^ ans_temp[6] ^ ans_temp[5] ^ ans_temp[4] ^ ans_temp[3] ^ ans_temp[2] ^ ans_temp[1] ^ ans_temp[0]); 
assign Z = ~(ans_temp[7] | ans_temp[6] | ans_temp[5] | ans_temp[4] | ans_temp[3] | ans_temp[2] | ans_temp[1] | ans_temp[0]);
assign C = (op_dec == 5'b00000 || op_dec == 5'b01000) ? C_temp1 : ((op_dec == 5'b01001 || op_dec == 5'b00001) ? C_temp2 : 1'b0);
assign V = (op_dec == 5'b00000 || op_dec == 5'b01000) ? V_temp1 : ((op_dec == 5'b01001 || op_dec == 5'b00001) ? V_temp2 : 1'b0);
assign f_temp1 = (op_dec == 5'b00000 || op_dec == 5'b00001 || op_dec == 5'b01000 || op_dec == 5'b01001) ? ({P, V, Z, C}) : 4'b0000;
assign f_temp2 = (op_dec == 5'b00010 || op_dec == 5'b00100 || op_dec == 5'b00101 || op_dec == 5'b00110 || op_dec == 5'b00111 || op_dec == 5'b01010 || op_dec == 5'b01100 || op_dec == 5'b01101 || op_dec == 5'b01110 || op_dec == 5'b01111 || op_dec == 5'b10110 || op_dec == 5'b11001 || op_dec == 5'b11010 || op_dec == 5'b11011) ? ({P, 1'b0, Z, 1'b0}) : 4'b0000;
assign f_temp3 = 4'b0000;
assign f_temp4 = (op_dec == 5'b10100 || op_dec == 5'b10101 || op_dec == 5'b10111 || op_dec == 5'b11000 || op_dec == 5'b11100 || op_dec == 5'b11101 || op_dec == 5'b11110 || op_dec == 5'b11111) ? flag_ex_clk : 4'b0000;
assign flag_ex = f_temp1 | f_temp2 | f_temp3 | f_temp4;
assign ans_ex_reg = reset ? ans_temp : 8'b0;
assign data_out_reg = reset ? data_out_buff : 8'b0;
assign B_Bypass_reg = reset ? B : 8'b0;
assign mem_en_ex_reg = reset ? mem_en_dec : 1'b0;
assign mem_rw_ex_reg = reset ? mem_rw_dec : 1'b0;
assign RW_ex_reg = reset ? RW_dec : 5'b0;
assign mem_mux_sel_ex_reg = reset ? mem_mux_sel_dec : 1'b0;
assign data_out_buff = (op_dec==5'b10111) ? A : data_out;
always@(posedge clk)
begin 
	ans_ex <= ans_ex_reg;
	data_out <= data_out_reg;
	B_Bypass <= B_Bypass_reg;
	mem_en_ex <= mem_en_ex_reg;
	mem_rw_ex <= mem_rw_ex_reg;
	RW_ex <= RW_ex_reg;
	mem_mux_sel_ex <= mem_mux_sel_ex_reg;
	flag_ex_clk <= flag_ex;
end
endmodule
$ cat run.sh
#!/bin/bash
# OpenROAD 26Q1-2900-gdf79404cd8, Yosys 0.63+post, stock flow scripts
make -C /OpenROAD-flow-scripts/flow DESIGN_CONFIG=/design/flow/config.mk WORK_HOME=/design/flow/orfs finish
==> flow_summary.yaml <==
# generated from flow reports
floorplanning:
  core-area_um2: 7292
  dieWidth_um: 89.06
  ios: 75
  die_area_um2: 7932
  fp_util_pct: 51.97
  die_h_um: 89.06
  fp-row-count: 31
drt:
  drt-total-wl_mm: 13.71
  diodes: 0
  ant_nets: 0
  vias: 4037
  dr.first_iter.drc_count: 312
  drc_errors: 0
  viasPerCell: 6.249
  firstDrtPassIters: 5
  routedWlPerCell_um: 21.22
final_layout:
  stdcell_count: 646
  drive_gt1_share_pct: 7.130
  area_growth_pct: 24.40
clocking:
  path_clk_slew_ns: 0.09
  cts_buffer_depth: 2
  cts_root_buf: "clkbuf_8"
  cts_tree: "yes"
  cts_made_buffers: 5
  clk_latency_ns: 0.30
  htreeDepth: 2
  cts_setup_buffers: 0
  hold_buffers: 0
  cts_resized: 0
  clock_sinks: 36
run:
  warnings: 41
  cap_violations: 0
logic_synthesis:
  synth-async-reset-ratio_pct: 0
  ys_area_um2: 3790
  ys.flops: 36
  syn_area_um2: 3790
  syn_inst: 484
  ff_type: "dfxtp_1"
  yosys_cells: 484
  avgSynthCellArea_um2: 7.830
  edf_count: 0
  synth.distinct_cells: 72
  ys_seq_share_pct: 19.02
  yosys_warnings: 1
power:
  p_leak_nw: 1.890
  p_per_area_nw_per_um2: 113.5
  ir_drop_v: 0.00008581
final_timing:
  hold_viol_final: 0
  setup_tns_ns: 0
  finalCritPeriodShare_pct: 93.22
  fmaxAchievable_mhz: 114.1
  worst_pin_slew_ns: 0.8924
  setup_viol: 0
  slew_viol_final: 0
  period_minus_slack_ns: 8.763
  skew_ns: 0.007783
  maxSlewHeadroom_pct: 39.96
  rsz0062_at_grt: "false"
critical_path:
  criticalPathCategory: "input port to primary output"
  r2r_cells: 10
  critPathArrivalTime_ns: 6.88
  critical_path.endpoint_type: "primary output"
  worstPathMaxFanout: 10
  cp-start-kind: "input port"
  crit_required_ns: 7.52
  r2r_end: "flag_ex_clk[3]"
  r2r_start: "ans_ex[6]"
  ff2ff_setup_slack_ns: 6.82
hold_path:
  min-delay-start: "flag_ex_clk[1]"
  hold_path_end: "flag_ex_clk[1]"
  hold_path.class: "flop to flop"
  holdPathStages: 2
global_route:
  antenna_found_initial: 0
  track_usage_pct: 36.99
  grt_pass1_wl_mm: 20.93
  grt-ovfl-total: 0
  grt_pass1_vias: 3785
  grt_max_degree: 40
outcome:
  outcome: "complete, no violations"
placement:
  post-dp-hpwl_mm: 10.11
  routabilityCongestion: 1.011
  io_buffers: 74
  dpl.cell_count: 638
[synthesized netlist by cell type, types with 4 or more instances]
master	count	share of area, %
a2111oi_0	4	0.92
a211o_1	4	0.92
a211oi_1	7	1.4
a21o_1	9	1.8
a21oi_1	31	4.1
a221oi_1	4	0.92
a22oi_1	4	0.79
a31oi_1	6	0.99
a32oi_1	5	1.2
and2_1	14	2.3
buf_2	11	1.5
buf_4	4	0.79
clkbuf_1	15	1.5
dfxtp_1	36	19
fa_1	4	2.1
ha_1	32	11
inv_1	23	2.3
mux2i_1	21	5.5
mux4_2	4	2.4
nand2_1	42	4.2
nand2b_1	5	0.83
nand3_1	11	1.5
nand3b_1	5	0.99
nand4_1	7	1.2
nor2_1	53	5.2
nor2b_1	12	2.0
nor3_1	7	0.92
nor3b_1	4	0.79
o21ai_0	17	2.2
o32ai_1	4	0.92
xnor2_1	15	3.5
xor2_1	8	1.8
[report_power, final]
| part | internal (mW) | leakage [nW] | switching [mW] |
|---|---|---|---|
| sequential | 0.163 | 0.297 | 0.00465 |
| clock | 0.0800 | 0.0548 | 0.0666 |
| combinational | 0.104 | 1.54 | 0.116 |
[placed cells by master, fill, tap and decap left out, types with 5 or more instances in the layout]
| cell | Yosys | routed |
|---|---|---|
| mux2i_1 | 21 | 21 |
| xor2_1 | 8 | 8 |
| buf_4 | 4 | 14 |
| nand2b_1 | 5 | 5 |
| nor2b_1 | 12 | 12 |
| nand2_1 | 42 | 42 |
| a211oi_1 | 7 | 7 |
| clkbuf_8 | 0 | 5 |
| a21o_1 | 9 | 9 |
| a21oi_1 | 31 | 31 |
| and2_1 | 14 | 14 |
| inv_1 | 23 | 23 |
| dfxtp_1 | 36 | 36 |
| ha_1 | 32 | 32 |
| nand3_1 | 11 | 11 |
| a31oi_1 | 6 | 6 |
| nand4_1 | 7 | 7 |
| nand3b_1 | 5 | 5 |
| clkdlybuf4s50_1 | 0 | 74 |
| nor2_1 | 53 | 53 |
| o21ai_0 | 17 | 17 |
| xnor2_1 | 15 | 15 |
| a32oi_1 | 5 | 5 |
| nor3_1 | 7 | 7 |
[worst max-delay path, stage by stage]
cell and delay (ns):
clkdlybuf4s50_1 0.50, clkinv_1 0.31, ha_1 0.44, ha_1 0.33, a21oi_1 0.13, nand2_1 0.10, nand3_1 0.09, nand2_1 0.10
a21o_1 0.19, a21o_1 0.20, fa_1 0.43, nand2_1 0.06, o21ai_0 0.06, a21oi_1 0.11, o21ai_0 0.09, a31oi_1 0.28
and3_1 0.24, ha_1 0.24, xnor2_1 0.19, xnor2_1 0.16, xnor2_1 0.13, a22o_1 0.16, clkdlybuf4s50_1 0.46
[kinds of logic (layout without fill, tap and decap cells)]
group           Yosys count  after routing  share of synthesized area, %
compound gates          128            128                         23.90
xor+xnor                 23             23                         5.315
fa+ha+maj                36             36                         12.68
buf+inv                  58            121                         6.702
flops                    36             36                         19.02
mux                      27             27                         8.518
simple gates            176            176                         23.87
[stage by stage]
stage / worst slack, ns / util, % / total power [mW] / instance area (um^2) / hold slack [ns]
2_1_floorplan: 1.734 / - / 0.3015 / 3790 / 0.3960
3_3_place_gp: 0.7728 / 63.07 / 0.3868 / 4599 / 0.4332
3_5_place_dp: 0.7234 / 63.07 / 0.3866 / 4599 / 0.4409
4_1_cts: 0.6994 / 64.65 / 0.5327 / 4715 / 0.4583
5_1_grt: 0.2541 / 64.65 / 0.5626 / 4715 / 0.4791
6_report: 0.6372 / 64.65 / 0.5352 / 4715 / 0.4578
[cell type report]
| class | instances | area (um^2) |
|---|---|---|
| Multi-Input combinational cell | 390 | 2815 |
| Fill cell | 621 | 2577 |
| Timing Repair Buffer | 88 | 845.8 |
| Sequential cell | 36 | 720.7 |
| Tap cell | 99 | 123.9 |
| Inverter | 25 | 93.84 |
| Clock buffer | 5 | 68.82 |
| Clock inverter | 3 | 46.29 |
[worst max path at each step]
stage / cells after the start / slack, ns / endpoint / startpoint
6_report: 23 / 0.64 / flag_ex[3] / B[2]
5_1_grt: 23 / 0.25 / flag_ex[3] / B[2]
4_1_cts: 23 / 0.70 / flag_ex[3] / B[2]
[layer usage]
| layer | GRT usage [%] | share of wire (%) | up-vias |
|---|---|---|---|
| met2 | 53.78 | 42 | 255 |
| met3 | 11.14 | 12 | 46 |
| li1 | - | - | 1875 |
| met1 | 53.07 | 42 | 1861 |
| met4 | 13.42 | 4.0 | 0 |
| met5 | 0 | 0 | - |
Power figures rest on the tool's default switching activity, not on a simulated workload.
